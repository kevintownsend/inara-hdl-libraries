===== flow/config.mk =====
export PLATFORM = sky130hd
export DESIGN_NAME = omega_network_ff
export DESIGN_NICKNAME = omega_network_ff
export VERILOG_FILES = /design/flow/design.v
export SDC_FILE = /design/flow/constraint.sdc
export NUM_CORES = 4
export LEC_CHECK = 1
export CORE_UTILIZATION = 40

===== flow/constraint.sdc =====
current_design omega_network_ff

set clk_period 3.7
set clk_io_pct 0.2

create_clock -name clk0 -period $clk_period [get_ports {clk}]

set non_clock_inputs [all_inputs -no_clocks]
set_input_delay [expr $clk_period * $clk_io_pct] -clock clk0 $non_clock_inputs
set_output_delay [expr $clk_period * $clk_io_pct] -clock clk0 [all_outputs]

===== flow/design.v =====
module basic_switch_ff(clk, left_in, right_in, left_out, right_out, select);
    parameter WIDTH = 64;
    input clk;
    input [WIDTH-1:0] left_in, right_in;
    (* KEEP = "TRUE" *) output reg [WIDTH-1:0] left_out, right_out;
    input select;
    (* KEEP = "TRUE" *) reg [WIDTH-1:0] left_in_r, right_in_r;
    reg select_r;
    always @(posedge clk) begin
        select_r <= select;
        right_in_r <= right_in;
        left_in_r <= left_in;
        left_out <= select_r ? right_in_r : left_in_r;
        right_out <= select_r ? left_in_r : right_in_r;
    end
endmodule
module omega_network_ff(clk, push, d_in, valid, d_out, control);
    parameter WIDTH = 8;
    parameter IN_PORTS = 8;
    parameter OUT_PORTS = IN_PORTS;
    parameter ADDR_WIDTH_PORTS = log2(OUT_PORTS-1);
    input clk;
    input [0:IN_PORTS-1] push;
    input [IN_PORTS*WIDTH-1:0] d_in;
    output [0:OUT_PORTS-1] valid;
    output [OUT_PORTS*WIDTH-1:0] d_out;
    input [ADDR_WIDTH_PORTS-1:0] control;
    genvar g1, g2;
    wire [WIDTH:0] stage [0:ADDR_WIDTH_PORTS][0:IN_PORTS-1];
    generate
        for(g1 = 0; g1 < IN_PORTS; g1 = g1 + 1) begin: generate_start
            assign stage[0][g1][0] = push[g1];
            assign stage[0][g1][WIDTH:1] = d_in[(g1+1)*WIDTH-1 -:WIDTH];
        end
        for(g1 = 0; g1 < ADDR_WIDTH_PORTS; g1 = g1 + 1) begin: generate_stage
            for(g2 = 0; g2 < IN_PORTS/2; g2 = g2 + 1) begin: generate_switch
                basic_switch_ff #(WIDTH+1) sw(clk, stage[g1][g2], stage[g1][g2+IN_PORTS/2], stage[g1+1][g2*2], stage[g1+1][g2*2+1], control[ADDR_WIDTH_PORTS-1-g1]);
            end
        end
        for(g1 = 0; g1 < IN_PORTS; g1 = g1 + 1) begin: generate_end
            assign valid[g1] = stage[ADDR_WIDTH_PORTS][g1][0];
            assign d_out[(g1+1)*WIDTH-1 -:WIDTH] = stage[ADDR_WIDTH_PORTS][g1][WIDTH:1];
        end
    endgenerate
    function integer log2;
    input [31:0] value;
    for (log2=0; value>0; log2=log2+1)
        value = value>>1;
endfunction
endmodule

===== flow/run.sh =====
#!/bin/bash
# OpenROAD 26Q1-2900-gdf79404cd8, Yosys 0.63+post, stock flow scripts
make -C /OpenROAD-flow-scripts/flow DESIGN_CONFIG=/design/flow/config.mk WORK_HOME=/design/flow/orfs finish

==> flow_metrics.tcl <==
# implementation run metrics
set metrics [dict create \
    gp_congestion 0.7562 \
    required_ps 2960 \
    grt_start_max_net_pins 48 \
    leakage_nw 5.867 \
    logic_family "multiplexers" \
    antenna_found_initial 0 \
    area_leaders "dfxtp_1 (76%), mux2_2 (19%), buf_6 (2.4%)" \
    io_buffer_count 147 \
    cts_setup_buffers 0 \
    grt_pass1_wl_um 27840 \
    status "complete, no violations" \
    ant_nets 0 \
    setup_viol 0 \
    rsz0062_at_grt "false" \
    root_buffer "clkbuf_16" \
    numPlacedInstances 1179 \
    synth_adder_area_share_pct 0 \
    ys_seq_share_pct 76.07 \
    yosysUniqueCellTypes 5 \
    cts.clk_slew.worst_paths_ps 60 \
    die_area_sq_um 29300 \
    firstDrtPassIters 3 \
    critical_path.cell_chain "clkdlybuf4s50_1" \
    drv_slew 0 \
    synthCells 675 \
    cp_top_family "buffers and inverters" \
    worst_pin_slew_ps 621.7 \
    rows 61 \
    dp_hpwl_um 11430 \
    numCtsBuffers 43 \
    skew_ps 10.11 \
    mux_area_share_pct 21.57 \
    crit_arrival_ps 1380 \
    cts_max_path_buffers 3 \
    netlist_area_sq_um 11450 \
    hold_viol_final 0 \
    io_pins 148 \
    overflow 0 \
    finalSetupTns_ps 0 \
    yosys.area_share.simple_pct 0 \
    timing.final.crit_share_pct 57.19 \
    die_w_um 171.2 \
    synthAoiAreaFrac_pct 0 \
    critPathCaptureType "output pin" \
    use_met1_pct 21.14 \
    drive_gt1_share_pct 31.70 \
    cts.sink_count 435 \
    cp_slowest_stage_delay_ps 480 \
    yosysChipArea_sq_um 11450 \
    yosysWarnings 8 \
    path_class "register to output pin" \
    grt_util_met3_pct 3.209 \
    drt_iter0_drc 151 \
    timing.final.crit_period_ps 2116 \
    insertion_delay_ps 520 \
    grt_pass1_vias 5244 \
    avgRoutedWirePerCell_um 14.10 \
    crit_slowest_cell "clkdlybuf4s50_1" \
    wl_um 17690 \
    crit_buf_inv 1 \
    synth_stat.cells 675 \
    global_route.peak_usage_layer "met1" \
    syn_avg_cell_area_sq_um 16.96 \
    synth.largest_area_cell "dfxtp_1" \
    drv_cap 0 \
    fill_cells 2339 \
    drc_errors 0 \
    relSlewSlack_pct 58.55 \
    route.vias.total 5145 \
    die_h_um 171.2 \
    core_area_sq_um 27930 \
    hold_class "register to register" \
    cts_tree "yes" \
    drt-vias-per-instance 4.100 \
    diodes 0 \
    cts_resized 0 \
    cts-htree-levels 2 \
    ir_drop_uv 377.2 \
    ys_sh_xor_pct 0 \
    top_area_share_pct 76.07 \
    tool_warnings 25 \
    cp-start-kind "register" \
    syn_to_final_growth_pct 27.66 \
    track_usage_pct 12.97 \
    grtUsageMet2_pct 18.03 \
    fp-utilization_pct 40.98 \
    ys_ff 435 \
    critPathMaxFanout 1 \
    cts_hold_buffers 0 \
    timing.fmax_mhz 472.6 \
    fin_cells 1255 \
    power.density_nw_per_um2 700.5 \
]
-- stage by stage --
| step | hold slack (ps) | utilization (%) | worst slack (ps) | cell area, sq um | total power, W |
|---|---|---|---|---|---|
| floorplan | 309.6 | - | 2675 | 11450 | 0.005604 |
| global route | 328.7 | 52.32 | 1528 | 14620 | 0.01066 |
| finish | 319.0 | 52.32 | 1584 | 14620 | 0.01024 |
| detailed placement | 312.1 | 47.10 | 1947 | 13160 | 0.005979 |
| global placement | 310.3 | 47.10 | 1967 | 13160 | 0.005984 |
| CTS | 320.4 | 52.32 | 1523 | 14620 | 0.01037 |
-- per-layer routing --
metal  part of all wire [%]  vias to the layer above
met5                      0                        -
met4                    2.1                        0
met3                    6.2                       30
met2                     41                      134
met1                     51                     2358
li1                       -                     2623
-- cell families after synthesis --
kind of cell / count (synthesis)
DFF: 435
muxes: 216
buffers and inverters: 24
-- power breakdown --
| part | internal (W) | total, W | switching [W] |
|---|---|---|---|
| sequential | 0.00513 | 0.00533 | 0.000198 |
| combinational | 0.000441 | 0.000545 | 0.000104 |
| clock | 0.00272 | 0.00436 | 0.00165 |
-- registers in the layout, indices dropped and copies added (netlist names) --
signal and flops:
generate_stage.generate_switch.sw.left_out 108, generate_stage.generate_switch.sw.select_r 3, generate_stage.generate_switch.sw.right_in_r 108, generate_stage.generate_switch.sw.left_in_r 108, generate_stage.generate_switch.sw.right_out 108
-- cell usage after synthesis, drive strengths merged --
cell,count
buf,24
dfxtp,435
mux2,216
-- final timing paths --
path	cells past startpoint	slack [ps]	from	end
worst max-delay path	1	1580	generate_stage[2].generate_switch[2].sw.right_out[2]$_DFF_P_	d_out[41]
worst min-delay path	0	320	generate_stage[1].generate_switch[0].sw.left_out[5]$_DFF_P_	generate_stage[2].generate_switch[0].sw.left_in_r[5]$_DFF_P_
worst max register to register	2	1940	generate_stage[2].generate_switch[3].sw.select_r$_DFF_P_	generate_stage[2].generate_switch[1].sw.left_out[2]$_DFF_P_
worst min register to register	0	320	generate_stage[1].generate_switch[0].sw.left_out[5]$_DFF_P_	generate_stage[2].generate_switch[0].sw.left_in_r[5]$_DFF_P_
-- final cells by class --
class                   count  area [sq um]  share of cell area (%)
flip-flops and latches    435          8720                   59.66
multi-input cells         216          2470                   16.90
repair buffers            150          1494                   10.22
clock buffers              59          1219                   8.338
well taps                 378         473.0                   3.236
clock inverters            17         240.2                   1.644
-- layout by cell type (no fill, tap or decap) --
master / n
dfxtp_4: 3
buf_4: 3
clkinv_2: 9
mux2_1: 10
dfxtp_1: 432
clkdlybuf4s50_1: 147
clkbuf_1: 10
clkinvlp_4: 2
clkbuf_8: 4
clkbuf_16: 45
bufinv_16: 6
mux2_2: 196
mux2_4: 10
Power and IR drop assume default switching activity.
